===== ./config.mk =====
export PLATFORM = sky130hd
export DESIGN_NAME = CPU
export DESIGN_NICKNAME = CPU
export VERILOG_FILES = /design/flow/design.v
export SDC_FILE = /design/flow/constraint.sdc
export NUM_CORES = 4
export LEC_CHECK = 1
export CORE_UTILIZATION = 50

===== ./design.v =====
module CPU(clk,
            rst_n,
            wen_D,
            addr_D,
            wdata_D,
            rdata_D,
            addr_I,
            rdata_I);
    input         clk, rst_n ;
    output        wen_D  ;
    output [31:0] addr_D ;
    output [31:0] wdata_D;
    input  [31:0] rdata_D;
    output [31:0] addr_I ;
    input  [31:0] rdata_I;
    reg    [31:0] PC          ;               
    wire   [31:0] PC_nxt      ;               
    wire          regWrite    ;               
    wire   [ 4:0] rs1, rs2, rd;               
    wire   [31:0] rs1_data    ;               
    wire   [31:0] rs2_data    ;               
    wire   [31:0] rd_data     ;               
    wire [31:0] instr = rdata_I;
    wire [6:0]  opcode = instr[6:0];
    wire [4:0]  reg_rd = instr[11:7];
    wire [2:0]  funct3 = instr[14:12];
    wire [4:0]  reg_rs1 = instr[19:15];
    wire [4:0]  reg_rs2 = instr[24:20];
    wire [6:0]  funct7 = instr[31:25];
    wire        Branch, MemRead, MemtoReg, MemWrite, ALUSrc, ALUregWrite, Jump, Jalr;
    wire [3:0]  ALU_control;
    wire        mulDiv_valid, mulDiv_ready;
    wire [1:0]  mulDiv_control;
    assign regWrite = ALUregWrite || mulDiv_ready;
    wire [31:0] imm;
    wire [31:0] ALU_in1;
    wire [31:0] ALU_in2;
    wire [31:0] ALU_result;
    wire        ALU_zero;
    wire [31:0] MulDiv_result;
    wire [31:0] PC_plus4 = PC + 32'd4;
    wire [31:0] branch_jal_target;
    wire [31:0] jalr_target;
    wire [31:0] mem_data_out = rdata_D;
    wire [31:0] wb_data = MemtoReg     ? mem_data_out : 
                          ALUregWrite  ? ALU_result :
                          mulDiv_ready ? MulDiv_result :
                          32'b0;
    assign rd_data = (Jump || Jalr) ? PC_plus4 : wb_data;
    assign rs1 = reg_rs1;
    assign rs2 = reg_rs2;
    assign rd  = reg_rd;
    reg_file reg0(                            
        .clk(clk),                            
        .rst_n(rst_n),                        
        .wen(regWrite),                       
        .a1(rs1),                             
        .a2(rs2),                             
        .aw(rd),                              
        .d(rd_data),                          
        .q1(rs1_data),                        
        .q2(rs2_data));                       
    ImmediateGenerator immGen(
        .instr(instr),
        .imm(imm)
    );
    assign ALU_in1 = ALU_control == 4'b0111 ? PC : rs1_data;
    assign ALU_in2 = ALUSrc ? imm : rs2_data;
    ALU alu0(
        .in1(ALU_in1),
        .in2(ALU_in2),
        .control(ALU_control),
        .result(ALU_result),
        .zero(ALU_zero)
    );
    assign branch_jal_target = PC + imm;             
    assign jalr_target = (rs1_data + imm) & ~32'h1;  
    wire stall = mulDiv_valid;
    wire signed_lt = ($signed(ALU_result) < 0); 
    wire branch_taken = Branch & (
       (funct3 == 3'b000 & ALU_zero)  |  
       (funct3 == 3'b001 & ~ALU_zero) |  
       (funct3 == 3'b100 & signed_lt) |  
       (funct3 == 3'b101 & ~signed_lt)   
    );
    assign PC_nxt = (stall)        ? PC : 
                    (Jump)         ? branch_jal_target :
                    (Jalr)         ? jalr_target :
                    (branch_taken) ? branch_jal_target :
                    PC_plus4;
    assign wen_D = MemWrite;
    assign addr_D  = ALU_result;
    assign wdata_D = rs2_data;
    assign addr_I = PC;
    ControlUnit ctrl(
        .opcode(opcode),
        .funct3(funct3),
        .funct7(funct7),
        .mulDiv_ready(mulDiv_ready),
        .ALUregWrite(ALUregWrite),
        .ALUSrc(ALUSrc),
        .MemRead(MemRead),
        .MemWrite(MemWrite),
        .MemtoReg(MemtoReg),
        .Branch(Branch),
        .Jump(Jump),
        .Jalr(Jalr),
        .ALUOp(ALU_control),
        .mulDiv_valid(mulDiv_valid),
        .mulDivOp(mulDiv_control)
    );
    MulDiv mulDiv0(
        .clk(clk),
        .rst_n(rst_n),
        .valid(mulDiv_valid),
        .ready(mulDiv_ready),
        .control(mulDiv_control),
        .in_A(rs1_data),
        .in_B(rs2_data),
        .out(MulDiv_result)
    );
    always @(posedge clk or negedge rst_n) begin
        if (!rst_n) begin
            PC <= 32'h00010000;  
        end
        else begin
            PC <= PC_nxt;
        end
    end
endmodule
module reg_file(clk, rst_n, wen, a1, a2, aw, d, q1, q2);
    parameter BITS = 32;
    parameter word_depth = 32;
    parameter addr_width = 5;  
    input clk, rst_n, wen;  
    input [BITS-1:0] d;
    input [addr_width-1:0] a1, a2, aw;
    output [BITS-1:0] q1, q2;
    reg [BITS-1:0] mem [0:word_depth-1];
    reg [BITS-1:0] mem_nxt [0:word_depth-1];
    integer i;
    assign q1 = mem[a1];
    assign q2 = mem[a2];
    always @(*) begin
        for (i=0; i<word_depth; i=i+1)
            mem_nxt[i] = (wen && (aw == i)) ? d : mem[i];
    end
    always @(posedge clk or negedge rst_n) begin
        if (!rst_n) begin
            mem[0] <= 0;
            for (i=1; i<word_depth; i=i+1) begin
                case(i)
                    32'd2: mem[i] <= 32'hbffffff0;
                    32'd3: mem[i] <= 32'h10008000;
                    default: mem[i] <= 32'h0;
                endcase
            end
        end
        else begin
            mem[0] <= 0;
            for (i=1; i<word_depth; i=i+1)
                mem[i] <= mem_nxt[i];
        end
    end
endmodule
module ControlUnit(
    input [6:0] opcode,
    input [2:0] funct3,
    input [6:0] funct7,
    input mulDiv_ready,
    output reg ALUregWrite,
    output reg ALUSrc,
    output reg MemRead,
    output reg MemWrite,
    output reg MemtoReg,
    output reg Branch,
    output reg Jump,
    output reg Jalr,
    output reg [3:0] ALUOp,
    output reg mulDiv_valid,
    output reg [1:0] mulDivOp);
    wire isMul  = (opcode == 7'b0110011 && funct7 == 7'b0000001 && funct3 == 3'b000);
    wire isDivu = (opcode == 7'b0110011 && funct7 == 7'b0000001 && funct3 == 3'b101);
    wire isRemu = (opcode == 7'b0110011 && funct7 == 7'b0000001 && funct3 == 3'b111);
    always @(*) begin
        ALUregWrite     = 0;
        ALUSrc          = 0;
        MemRead         = 0;
        MemWrite        = 0;
        MemtoReg        = 0;
        Branch          = 0;
        Jump            = 0;
        Jalr            = 0;
        ALUOp           = 4'b0000;
        mulDiv_valid    = 0;
        mulDivOp     = 2'b00;
        case(opcode)
            7'b0110011: begin  
                if (funct7 == 7'b0000000) begin
                    ALUregWrite = 1;
                    ALUSrc   = 0;
                    case(funct3)
                        3'b000: ALUOp = 4'b0001;  
                        default: ALUOp = 4'b0000;
                    endcase
                end else if (funct7 == 7'b0100000) begin
                    ALUregWrite = 1;
                    ALUSrc   = 0;
                    case(funct3)
                        3'b000: ALUOp = 4'b0010;  
                        default: ALUOp = 4'b0000;
                    endcase
                end else if (funct7 == 7'b0000001) begin
                    ALUregWrite = 0;
                    mulDiv_valid = ~mulDiv_ready;
                    if(isMul)  mulDivOp = 2'b00;  
                    else if(isDivu) mulDivOp = 2'b01;  
                    else if(isRemu) mulDivOp = 2'b10;  
                end
            end
            7'b0010011: begin  
                ALUregWrite = 1;
                ALUSrc   = 1;
                case(funct3)
                    3'b000: ALUOp = 4'b0001;  
                    3'b001: ALUOp = 4'b0011;  
                    3'b101: ALUOp = (funct7[5]) ? 4'b0101 : 4'b0100;  
                    3'b010: ALUOp = 4'b0110;  
                    default: ALUOp = 4'b0000;
                endcase
            end
            7'b0000011: begin  
                ALUregWrite = 1;
                ALUSrc   = 1;
                MemRead  = 1;
                MemtoReg = 1;
                ALUOp    = 4'b0001;  
            end
            7'b0100011: begin  
                ALUSrc   = 1;
                MemWrite = 1;
                ALUOp    = 4'b0001;  
            end
            7'b1100011: begin  
                Branch = 1;
                ALUOp  = 4'b0010;  
            end
            7'b1101111: begin  
                ALUregWrite = 1;
                Jump     = 1;
                ALUOp    = 4'b0001;  
            end
            7'b1100111: begin  
                ALUregWrite = 1;
                Jalr     = 1;
                ALUSrc   = 1;
                ALUOp    = 4'b0001;  
            end
            7'b0110111: begin  
                ALUregWrite = 1;
                ALUSrc   = 1;
                ALUOp    = 4'b1000; 
            end
            7'b0010111: begin  
                ALUregWrite = 1;
                ALUSrc   = 1;
                ALUOp    = 4'b0111;
            end
            default: begin
            end
        endcase
    end
endmodule
module ImmediateGenerator(
    input [31:0] instr,
    output reg [31:0] imm);
    wire [6:0] opcode = instr[6:0];
    wire [2:0] funct3 = instr[14:12];
    always @(*) begin
        case(opcode)
            7'b0000011,  
            7'b0010011,  
            7'b1100111:  
                imm = {{20{instr[31]}}, instr[31:20]};
            7'b0100011:  
                imm = {{20{instr[31]}}, instr[31:25], instr[11:7]};
            7'b1100011:  
                imm = {{19{instr[31]}}, instr[31], instr[7], instr[30:25], instr[11:8], 1'b0};
            7'b0010111,  
            7'b0110111:  
                imm = {instr[31:12], 12'b0};
            7'b1101111:  
                imm = {{11{instr[31]}}, instr[31], instr[19:12], instr[20], instr[30:21], 1'b0};
            default: imm = 32'b0;
        endcase
    end
endmodule
module ALU(
    input  [31:0] in1,
    input  [31:0] in2,
    input  [3:0]  control,
    output reg [31:0] result,
    output zero);
    always @(*) begin
        case(control)
            4'b0001: result = in1 + in2;                                     
            4'b0010: result = in1 - in2;                                     
            4'b0011: result = in1 << in2[4:0];                               
            4'b0100: result = in1 >> in2[4:0];                               
            4'b0101: result = $signed(in1) >>> in2[4:0];                     
            4'b0110: result = $signed(in1) < $signed(in2) ? 32'b1 : 32'b0;   
            4'b0111: result = in1 + {in2, 12'b0};                            
            4'b1000: result = in2;                                           
            default: result = 32'b0;
        endcase
    end
    assign zero = (result == 32'b0);
endmodule
module MulDiv(
    input clk,
    input rst_n,
    input valid,
    output reg ready,
    input  [1:0] control,
    input  [31:0] in_A,
    input  [31:0] in_B,
    output [31:0] out);
    localparam IDLE = 2'b00;
    localparam MUL  = 2'b01;
    localparam DIV  = 2'b10;
    reg [1:0] state, next_state;
    reg [5:0] calc_counter;
    reg [31:0] multiplicand;
    reg [64:0] product;
    reg [63:0] divisor;
    reg [64:0] remainder;
    always @(*) begin
        next_state = state;
        case(state)
            IDLE: begin
                if(valid) begin
                    case(control)
                        2'b00: next_state = MUL;  
                        2'b01,
                        2'b10: next_state = DIV;  
                        default: next_state = IDLE;
                    endcase
                end else begin
                    next_state = IDLE;
                end
            end
            MUL: begin
                if(calc_counter == 6'd31)
                    next_state = IDLE;
                else
                    next_state = MUL;
            end
            DIV: begin
                if(calc_counter == 6'd31)
                    next_state = IDLE;
                else
                    next_state = DIV;
            end
            default: next_state = IDLE;
        endcase
    end
    always @(posedge clk or negedge rst_n) begin
        if(!rst_n)
            state <= IDLE;
        else
            state <= next_state;
    end
    always @(posedge clk or negedge rst_n) begin
        if(!rst_n) begin
            calc_counter <= 6'd0;
        end else begin
            if((state == MUL || state == DIV) && next_state != IDLE)
                calc_counter <= calc_counter + 1;
            else
                calc_counter <= 6'd0;
        end
    end
    always @(*) begin
        ready = 1'b0;
        if((state == MUL || state == DIV) && calc_counter == 6'd31)
            ready = 1'b1;
    end
    assign out = ( (state == MUL) && (calc_counter == 6'd31) ) ? product[31:0] :
             ( (state == DIV) && (calc_counter == 6'd31) && (control == 2'b01) ) ? remainder[31:0] :
             ( (state == DIV) && (calc_counter == 6'd31) && (control == 2'b10) ) ? remainder[64:33] :
             32'b0;
    always @(posedge clk or negedge rst_n) begin
        if(!rst_n) begin
            multiplicand <= 32'b0;
            product <= 65'b0;
            divisor <= 64'b0;
            remainder <= 65'b0;
        end else begin
            case(state)
                IDLE: begin
                    if(valid) begin
                        case(control)
                            2'b00: begin  
                                multiplicand <= in_B;
                                if (in_A[0] == 1) begin
                                    product <= ({33'b0, in_A} + {1'b0, in_B, 32'b0}) >> 1;
                                end else begin
                                    product <= {33'b0, in_A} >> 1;
                                end
                            end
                            2'b01, 2'b10: begin  
                                divisor <= {in_B, 32'b0};
                                if ({33'b0, in_A} >= {in_B, 32'b0}) begin
                                    remainder <= ((({33'b0, in_A} << 1) - {in_B, 32'b0}) << 1) + 1;
                                end else begin
                                    remainder <= {33'b0, in_A} << 2;
                                end
                            end
                        endcase
                    end
                end
                MUL: begin
                    if (product[0] == 1)
                        product <= (product + {1'b0, multiplicand, 32'b0}) >> 1;
                    else
                        product <= product >> 1;
                end
                DIV: begin
                    if (remainder >= divisor)
                        remainder <= ((remainder - divisor) << 1) + 1;
                    else
                        remainder <= remainder << 1;
                end
            endcase
        end
    end
endmodule

===== ./run.sh =====
#!/bin/bash
# OpenROAD 26Q1-2900-gdf79404cd8, Yosys 0.63+post, stock flow scripts
make -C /OpenROAD-flow-scripts/flow DESIGN_CONFIG=/design/flow/config.mk WORK_HOME=/design/flow/orfs finish

===== ./constraint.sdc =====
current_design CPU

set clk_period 27.3
set clk_io_pct 0.2

create_clock -name clk0 -period $clk_period [get_ports {clk}]

set non_clock_inputs [all_inputs -no_clocks]
set_input_delay [expr $clk_period * $clk_io_pct] -clock clk0 $non_clock_inputs
set_output_delay [expr $clk_period * $clk_io_pct] -clock clk0 [all_outputs]

==> Slide: Implementation Results <==
Key Metrics from the Run

Worst setup path
  – Max incr delay on CP: just over 700 ps
  – Maximum fanout along the worst path: 35
  – CP max stage cell: nand2_1
  – Critical path type: in2out
  – Startpoint Class: input pin
  – Critical path capture point type: primary output
  – CP arrival: 14690 ps
  – Critical Path RT: 21840 ps

Final timing
  – Setup Viol. Count Final: 0
  – Post-layout minimum cycle time: 20150 ps
  – Worst Skew: 65.2 ps
  – Final Hold Violating Endpoints: 0
  – Worst hold slack: 466 ps
  – Setup TNS: 0 ps
  – RSZ-0062 raised after global routing: no
  – Maximum clock frequency: 0.0496 GHz
  – Slew HR: 0.200
  – Fin. max-slew vios: 0
  – Fin crit share: 0.738
  – Slew @ Worst Pin: 1190 ps

Synthesis
  – Post-synth EDFFs: 0
  – Cell count after synthesis: slightly below 10k
  – Cell total in the yosys stat output: 9705
  – Mean Syn Cell Area: 8.17 um2
  – Synth Warn #: 8
  – Post-synthesis cell type count: 119
  – Post-synth seq share: 0.387
  – Yosys chip area: around 79000 um2
  – Flops & latches, synth: 1226
  – Most used DFF post-synth: dfrtp_1
  – Synthesized area: 79300 um2
  – FFs w/ async S/R, synth: 1.00

Clock tree
  – Clk sink count: 1226
  – Cts hold-fix bufs: 0
  – Root Driver: clkbuf_16
  – Clock transition at path regs: 60 ps
  – Latency at later pin: 830 ps
  – Post CTS Setup Buffer Count: 0
  – Clock buffer depth: 3
  – Post-cts gate resize count: 0
  – CTS buffer count: approximately 140
  – CTS tree: done
  – Htree depth: 4

Power and ir drop
  – Max VDD drop: 74.2 uV
  – Power Density: 55.5 nW/um2
  – Static Leak: about 41 nW
  – Total chip power: 4.95 mW

GRT
  – Initial antenna violation count: slightly above 40
  – All-Layer GR Usage: 0.584
  – Largest net degree at the start of global routing: 133
  – Vias in the first global route: slightly above 80k
  – Total grt overflow: 0
  – First-pass GRT wire length: 635000 um

Detailed routing
  – WL/cell: about 39 um
  – Vias/cell: between 7 and 8
  – DRT iter0 DRCs: 11.9k
  – WL final: around 460000 um
  – Residual DRC: 0
  – Post-route ant nets: 0
  – DRT Pass-1 Iters: 10
  – Via count: 87.4k

Run status
  – Status: finished, final reports clean

Flow run
  – Log Warnings: 76
  – Max cap viols: 0

Finish
  – Fraction of layout cells with a size suffix above 1: 0.0991
  – P&R area growth vs syn: 12.4%
  – Dominant logic cell type in the layout: dfrtp_1
  – Fin area: 89200 um2
  – Most frequent logic cells in the routed design: dfrtp_1, nand2_1, o21ai_0, nor2_1, a21oi_1

Floorplanning
  – Core Util at FP: 0.506
  – FP Rows: approximately 150
  – Chip Area: 160000 um2
  – Die height: 400 um
  – Top Ports: 163
  – Core area: 157000 um2
  – Die W: 400 um

Place
  – Dpl hpwl: around 310000 um
  – GP Congestion: 1.11
  – PortBufs: 162
  – Placed Area: 84100 um2

Hold path
  – HP Class: reg2reg
## synth_stat cells (181+ instances only)
cell         n  share of area
and3_1     594          0.047
dfrtp_1   1195           0.38
clkbuf_1   701          0.033
nand2_1   1191          0.056
nand3_1    181          0.011
a21oi_1    701          0.044
o21ai_0    937          0.059
nor3_1     195          0.012
inv_1      213          0.010
a22oi_1    439          0.042
nor2_1     937          0.044
ha_1       216          0.034
## stage by stage
stage | cells | setup slack, ps | utilization
after floorplan | 9705 | 10290 | -
after global placement | 11500 | 7630 | 0.537
after detailed placement | 11500 | 7520 | 0.537
after CTS | 11800 | 7500 | 0.568
after global routing | 11800 | 7020 | 0.568
final | 11800 | 7150 | 0.569
## final cells by class
| class | count | area [um2] |
|---|---|---|
| Inverter | 216 | 811 |
| Antenna cell | 45 | 113 |
| Multi-Input combinational cell | 7426 | 45300 |
| Clock inverter | 57 | 1120 |
| Sequential cell | 1226 | 30700 |
| Fill cell | 13400 | 67600 |
| Timing Repair Buffer | 574 | 4760 |
| Tap cell | 2058 | 2570 |
| Clock buffer | 193 | 3800 |
## worst max-delay path, delay by kind of cell
kind,cells,cell delay (ps)
compound gates,12,3690
buf+inv,5,2410
simple gates,7,2410
fa+ha+maj,1,490
xor+xnor,1,150
## power breakdown
group / internal (mW) / total [mW] / switching, mW
sequential: 1.90 / 2.02 / 0.122
combinational: 0.288 / 0.889 / 0.601
clock: 1.19 / 2.03 / 0.847
## flip-flops by register name (all words and copies together), names as in the netlist
signal / count
mulDiv0.multiplicand: 32
PC: 32
reg0.mem: 992
mulDiv0.product: 64
mulDiv0.remainder: 65
mulDiv0.state: 3
mulDiv0.calc_counter: 6
mulDiv0.divisor: 32
## metal layers
layer | up-vias | track usage | share of wire
met5 | - | 0.0913 | 0.0050
met4 | 58 | 0.463 | 0.11
met3 | 2654 | 0.376 | 0.18
met2 | 7883 | 0.744 | 0.38
met1 | 41400 | 0.684 | 0.33
li1 | 35400 | - | -
## cell families after synthesis
kind of cell	Yosys count	share of synthesized area
AND/OR/NAND/NOR	3765	0.230
AND-OR/OR-AND	3122	0.256
flip-flops	1226	0.387
buffers and inverters	1053	0.0527
adder cells (fa/ha/maj)	223	0.0358
XOR/XNOR	164	0.0181
multiplexers	152	0.0203
## path summary, 6_finish.rpt
kind                                         startpoint                       to  slack, ps  depth (start not counted)
worst max-delay path                        rdata_I[23]               addr_D[30]       7150                         26
worst min-delay path            mulDiv0.calc_counter[0]  mulDiv0.calc_counter[0]        470                          1
worst max register to register          reg0.mem[14][3]                    PC[8]      16650                         27
worst min register to register  mulDiv0.calc_counter[0]  mulDiv0.calc_counter[0]        470                          1
max in group asynchronous                         rst_n         reg0.mem[24][15]      19400                          5
min in group asynchronous                         rst_n           reg0.mem[8][3]       4560                          1
Power and IR drop assume default switching activity.
